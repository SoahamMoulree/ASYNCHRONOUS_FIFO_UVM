$ cat ./config.mk
export PLATFORM = sky130hd
export DESIGN_NAME = FIFO_memory
export DESIGN_NICKNAME = FIFO_memory
export VERILOG_FILES = /design/flow/design.v
export SDC_FILE = /design/flow/constraint.sdc
export NUM_CORES = 4
export LEC_CHECK = 1
export CORE_UTILIZATION = 30
$ cat ./constraint.sdc
current_design FIFO_memory

set clk_period 4.0
set clk_io_pct 0.2

create_clock -name clk0 -period $clk_period [get_ports {wclk}]

set non_clock_inputs [all_inputs -no_clocks]
set_input_delay [expr $clk_period * $clk_io_pct] -clock clk0 $non_clock_inputs
set_output_delay [expr $clk_period * $clk_io_pct] -clock clk0 [all_outputs]
$ cat ./design.v
module FIFO_memory #(parameter DATA_SIZE = 8,
    parameter ADDR_SIZE = 4)(
    output [DATA_SIZE-1:0] rdata,         
    input [DATA_SIZE-1:0] wdata,          
    input [ADDR_SIZE-1:0] waddr, raddr,   
    input wclk_en, wfull, wclk           
    );
    localparam DEPTH = 1<<ADDR_SIZE;      
    reg [DATA_SIZE-1:0] mem [0:DEPTH-1]; 
    assign rdata = mem[raddr];           
    always @(posedge wclk)
        if (wclk_en && !wfull) mem[waddr] <= wdata;  
endmodule
$ cat ./run.sh
#!/bin/bash
# OpenROAD 26Q1-2900-gdf79404cd8, Yosys 0.63+post, stock flow scripts
make -C /OpenROAD-flow-scripts/flow DESIGN_CONFIG=/design/flow/config.mk WORK_HOME=/design/flow/orfs finish
==> Changelog: implementation <==
### Physical design

* Worst Setup Start Kind: primary input
* Clock buffer depth at 2
* Initial DRC Count at roughly 260
* Global-route wire length before repair at approximately 15000 um
* Root Driver: clkbuf_16
* Post-synth ARST share at 0%
* Final hold vios at 0
* Pin count of the biggest net entering global routing at 33
* Slowest-stage cell, CP: clkdlybuf4s50_1
* Syn avg cell area at about 23 um2
* TritonCTS buffer count at 17
* I/O Pins at 27
* GR Util met1 at 20.0%
* Final GP Congestion at between 0.7 and 0.8
* Clock Sinks at roughly 130
* Pwr per Cell Area at ~500 nW/um2
* Met2 Resource Use GR at slightly below 20%
* Worst path most repeated cell: clkdlybuf4s50_1
* RSZ-0062 raised after global routing: no
* DR WL/cell at roughly 20 um
* Critical Path Max Stage Delay at a little over 0.5 ns
* TNS Setup at 0 ns
* Initial antenna violation count at 0
* Multi-input gate area at 1070 um2
* Reg with most FFs: mem
* Biggest area cells: edfxtp_1 77%, mux4_2 8.1%, mux4_1 7.4%
* IO Port Bufs at 26
* # Cells Yosys at roughly 220
* Total core area at 16100 um2
* GRT Total Usage at 13.6%
* Hold-fix buffers, CTS at 0
* WP data arrival at ~2.7 ns
* Top-area cell share at ~77%
* Init Core Util at roughly 31%
* Residual DRC count at 0
* Synth Register Bits at ~130
* Biggest registers after layout: mem: 128 flops
* Via-per-instance ratio at 4.79
* Most used routing layer: met1
* Setup Viol. Count Final at 0
* Storage cell area at a little under 4000 um2
* Cycle use final at between 80% and 90%
* GRT overflow at 0
* Final wirelength at around 10000 um
* Postcts setup bufs at 0
* Mapped cell area at approximately 5000 um2
* Max reg flops at around 130
* Count of tool warnings at 25
* CTS tree: done
* Period minus WS final at ~3.5 ns
* Post-cts resize count at 0
* Worst Path Required at ~3.2 ns
* Setup CP Type: primary input to primary output
* Via count at about 2400
* Die height at 131 um
* Crit-path max FO at 32
* Reg clk slew, reported paths at approximately 0.06 ns
* DP HPWL at approximately 6000 um
* Distinct cells, synth at 18
* Die ar. at 17200 um2
* CP endpoint kind: primary output
* Max transition margin at around two fifths
* Worst Max-Slew Pin Slew at approximately 0.91 ns
* Synth Flop Type: edfxtp_1
* EDFF count, synth at between 100 and 150
* Critical path, cell by cell: clkdlybuf4s50_1, buf_12, mux4_1, a22oi_1, nand2_1, clkdlybuf4s50_1
* Synth area leader: edfxtp_1
* Peak VDD IR at approximately 0.30 mV
* Synth Instances at between 200 and 250
* Layout cell share with drive strength beyond 1 at between 20% and 30%
* Die W at between 100 and 150 um
* Most frequent cell after synthesis: edfxtp_1
* Grt met3 use at about 6.8%
* Max frequency at approximately 0.29 GHz
* Ant diodes at 0
* Rows at 46
* Yosys stat area at about 5000 um2
* First-pass detailed-route iteration total at 4
* Fillcell total at about 1400
* Leak Pwr at between 0.0015 and 0.002 uW
* Maxcap violations at 0
* Post-route ant nets at 0
* Status: finished clean
* Syn-to-layout area delta at 22.7%
* H-tree depth at 4
* Number of global-route vias before repair at about 2600
* Synth warn at 1
* Max-slew violation count at 0
* Seq/Total Area, Yosys at 76.9%
* Hold Slack at around 1.3 ns
* Hold crit path type: primary input to register
* Top cell types by occurrence after synthesis: 128 x edfxtp_1, 18 x mux4_2, 16 x a22oi_1
stage by stage:
step	setup slack [ns]	total power, uW	instances	utilization, %	area [um2]
floorplan	1.39	1600	222	-	5000
global placement	0.483	1670	470	34.8	5580
detailed placement	0.483	1680	470	34.8	5580
CTS	0.485	3070	502	38.2	6130
global route	0.321	3150	502	38.2	6130
finish	0.512	3050	502	38.2	6130
final cells by class:
class | count | share of cell area (%)
clock buffers | 19 | 7.06
clock inverters | 13 | 1.90
multi-input cells | 84 | 17.4
flip-flops and latches | 128 | 62.7
well taps | 216 | 4.41
repair buffers | 42 | 6.53
where the power goes:
part	internal (uW)	switching, uW
clock	852	555
combinational	75.8	73.1
sequential	1490	3.00
total	2420	631
worst max-delay path, delay by kind of cell:
kind | cells | cell delay, ns
buffers and inverters | 3 | 1.13
and+or+nand+nor | 1 | 0.11
muxes | 1 | 0.31
AOI/OAI and AO/OA | 1 | 0.32
layer usage:
metal  vias to the layer above  wire length (um)
met5                         -                 0
met4                         0               102
met3                         8               938
met2                       124              4780
met1                      1216              4190
li1                       1057                 -
final timing paths:
path | startpoint | end | cells past startpoint
hold / removal | wfull | mem[2][2]$_DFFE_PP_ | 4
setup / recovery | raddr[1] | rdata[5] | 6
placed cells by master (no fill, tap or decap), drive strengths merged:
| master | instances |
|---|---|
| edfxtp | 128 |
| mux4 | 32 |
| clkdlybuf4s50 | 25 |
| clkbuf | 19 |
| buf | 17 |
| a22oi | 16 |
| nor2 | 13 |
| nand2 | 10 |
| clkinv | 6 |
| clkinvlp | 5 |
| nor3 | 4 |
| nand2b | 3 |
| nor2b | 1 |
| and2 | 1 |
| and2b | 1 |
| nor3b | 1 |
| nand4b | 1 |
| nand4bb | 1 |
| inv | 1 |
| bufinv | 1 |
cell families after synthesis:
logic type / Yosys count / share of synthesized area (%)
AND-OR/OR-AND: 16 / 2.40
buffers and inverters: 10 / 1.73
flip-flops: 128 / 76.9
multiplexers: 32 / 15.5
AND/OR/NAND/NOR: 36 / 3.46
Power figures rest on the tool's default switching activity, not on a simulated workload.
